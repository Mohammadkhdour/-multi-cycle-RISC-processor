===== design/flow/design.v =====
module dataMemory (clk,addr,dataIn,dataOut,MemRd,MemWr);
  input MemWr;
  input MemRd;
  input clk;
  input [15:0] addr;
  input [15:0] dataIn;
  output reg [15:0] dataOut;
  reg [7:0] memory [0:256];	
  initial begin
	memory[0] =7; 
	memory[1] =8; 
	memory[2] =9; 
	memory[3] =10; 
	memory[4] =11;	
	memory[10] =11;		
	memory[13] =11;
	memory[17] =7; 
	memory[18] =32; 	   
	memory[19] =7; 
  end
  always @(posedge clk) begin
    if (MemRd) begin
      dataOut[7:0] <= memory[addr];
      dataOut[15:8] <= memory[addr+1];
    end
    else if (MemWr) begin
      memory[addr] <= dataIn[7:0];
      memory[addr+1] <= dataIn[15:8];
    end
  end
endmodule 
module Extender (in,out,ExtOp);
parameter n=16;
  input [n-1:0] in;
input ExtOp;
output reg [15:0] out;
always @(*) begin
if(ExtOp == 1)
	out = {{11{in[n-1]}},in};
else 
	out = {11'b0,in};
end
endmodule
module MEM_stage(clk,enable_MEM,BusA,BusB,ALUres,Imm16,dataOut,Sv_Imm,MemRd,MemWr,ExtOpMemory,MemOut,opcode);
  input wire clk,Sv_Imm,MemRd,MemWr,ExtOpMemory,MemOut;
  input wire enable_MEM;
  input wire [15:0] BusA,BusB,ALUres,Imm16;
  output wire [15:0] dataOut;
  input wire [3:0] opcode;
  wire [15:0] address, dataIn, MemoryOut, byteOutExt;
  wire [7:0] byteOut;
  mux2x1 mux1(ALUres, BusA, address, Sv_Imm);
  mux2x1 mux2(BusB, Imm16, dataIn, Sv_Imm);
  dataMemory memory(clk, address, dataIn, MemoryOut, MemWr, MemRd);
  assign byteOut = MemoryOut[7:0];
  Extender #(8) Ext(byteOut, byteOutExt, ExtOpMemory);
  mux2x1 mux3(MemoryOut, byteOutExt, dataOut, MemOut);
endmodule
module mux2x1 (in1,in2,out,sel);
  parameter n =16;
  input [n-1:0] in1,in2;
input sel;
  output [n-1:0] out;
assign out = sel? in2:in1;
endmodule 

===== design/flow/constraint.sdc =====
current_design MEM_stage

set clk_period 111.6
set clk_io_pct 0.2

create_clock -name clk0 -period $clk_period [get_ports {clk}]

set non_clock_inputs [all_inputs -no_clocks]
set_input_delay [expr $clk_period * $clk_io_pct] -clock clk0 $non_clock_inputs
set_output_delay [expr $clk_period * $clk_io_pct] -clock clk0 [all_outputs]

===== design/flow/run.sh =====
#!/bin/bash
# OpenROAD 26Q1-2900-gdf79404cd8, Yosys 0.63+post, stock flow scripts
make -C /OpenROAD-flow-scripts/flow DESIGN_CONFIG=/design/flow/config.mk WORK_HOME=/design/flow/orfs finish

===== design/flow/config.mk =====
export PLATFORM = sky130hd
export DESIGN_NAME = MEM_stage
export DESIGN_NICKNAME = MEM_stage
export VERILOG_FILES = /design/flow/design.v
export SDC_FILE = /design/flow/constraint.sdc
export NUM_CORES = 4
export LEC_CHECK = 1
export CORE_UTILIZATION = 50

==> flow_summary.toml <==
# implementation run metrics
[outcome]
status = "complete, but fails checks"
violations = "max-capacitance violations, max-slew violations"

[route]
wl_met2_mm = 215
drt_iter0_drc = 9211
drt_drc_violations_left = 0
drtPass1Iterations = 7
drt.antenna.violating_nets = 0
wl_met1_mm = 155
wirelength_mm = 512
avgRoutedWirePerCell_um = 36.8
maxUsedRoutingLayer = "met5"
via_per_inst = 6.97
wl_met3_mm = 93.2
vias = 96999

[clock_tree]
cts_setup_buffers = 0
cts.sink_count = 2072
cts_buffer_depth = 3
cts.hold.buffers_added = 0
clock_latency_ns = 0.90
path_clk_slew_ns = 0.07
cts_tree = "done"
cts_made_buffers = 230
cts_resized = 0
cts_max_level = 4
root_buffer = "clkbuf_16"

[setup_path]
critical_path_class = "in2out"
crit_path_start_kind = "primary input"
crit_family = "buffers and inverters"
r2r_start = "memory.memory[94][1]"
path_buffers = 4
critical_path.slowest_cell = "clkdlybuf4s50_1"
cp.arrival_ns = 24.11
critPathRequiredTime_ns = 89.28
ff2ff_setup_slack_ns = 107.55
r2r-end = "memory.dataOut[1]"
crit_path_end_kind = "output port"
slowest_delay_ns = 0.50
worst-r2r-cell-count = 5
crit_chain = "clkdlybuf4s50_1, buf_4, nand3_1, buf_4, o21ai_0, clkdlybuf4s50_1"
path_max_fanout = 9

[placement]
portBuffers = 71
hpwlAfterDp_mm = 325
dp.cells = 13408
gp_congestion = 1.04
placed_area_mm2 = 0.129

[floorplanning]
row_count = 182
die_w_um = 499
core_region_area_mm2 = 0.246
fp_util_pct = 50.3
chipArea_mm2 = 0.249
fp.dieH_um = 499
num_io_pins = 91

[pwr]
powerDensity_mw_per_mm2 = 14.8
totalPowerFinal_uw = 2020
p_leak_uw = 0.0436
ir_drop_mv = 0.0166

[logic_synthesis]
synthSimpleGateAreaFrac_pct = 11.7
ys_sh_adder_pct = 0.0506
yosysTopAreaCell = "edfxtp_1"
synth_flops = 2072
async_reset_ff_share_pct = 0
synthXorXnorAreaFrac_pct = 0.0486
synth_stat.cells = 10749
synth-edff-count = 2072
yosysWarnings = 2
netlist-cell-type-count = 78
netlist_logic_family_top = "multiplexers"
topCellsByArea = "edfxtp_1 (50%), mux4_2 (13%), mux2i_1 (9.6%)"
syn-cell-area_mm2 = 0.124
top_area_share_pct = 50.3
aoi_share_pct = 10.4
ys_area_mm2 = 0.124
ys_sh_mux_pct = 23.0
synth_seq_share_pct = 50.3
syn_avg_cell_area_um2 = 11.5
syn-instance-count = 10749
synthFlopType = "edfxtp_1"

[sta]
fin_tns_setup_ns = 0
fmax_mhz = 21.5
finalCritPeriodShare_pct = 41.6
report.final.slew_viol_count = 2
rsz0062_at_grt = "no"
finalHoldViolCount = 0
worst_pin_slew_ns = 1.52
finalCriticalPeriod_ns = 46.43
setup_violations = 0
final.setup_skew_ns = 0.0749
slew_headroom_pct = -2.36

[layout]
final_util_pct = 55.4
postLayoutCellArea_mm2 = 0.136
finalNonFillerCells = 13914
drive_gt1_share_pct = 18.8
area_growth_pct = 10.1

[run]
warnings = 79
max-cap-violations = 1

[hold_path]
min_from = "memory.memory[256][4]"
worstHoldPathCells = 1
hold_class = "reg2reg"
hold-path-endpoint = "memory.dataOut[12]"

[grt]
grt-ovfl-total = 0
grt_pass1_vias = 96933
grt_max_degree = 106
grt_pass1_wl_mm = 719
antenna_found_initial = 61
groute.usage.overall_pct = 45.0
## final cells by class
class,instances,area (um^2)
Multi-Input combinational cell,7423,56700
Tap cell,3220,4030
Clock buffer,280,5990
Sequential cell,2072,62200
Fill cell,19704,110000
Inverter,10,61.3
Clock inverter,139,1420
Timing Repair Buffer,683,5530
Antenna cell,87,218
## power breakdown
part | internal (uW) | switching, uW | total, uW
logic | 120 | 265 | 385
clock network | 437 | 332 | 769
registers | 865 | 1.30 | 866
total | 1420 | 598 | 2020
## worst max-delay path by stage
stage     depth (start not counted)  slack [ns]   start    endpoint
4_1_cts                           6       65.18  MemOut  dataOut[9]
5_1_grt                           6       65.15  MemOut  dataOut[9]
6_report                          6       65.17  MemOut  dataOut[9]
## cell usage after synthesis (all sizes together), types with 4 or more instances
cell / instances
clkbuf: 722
a211oi: 14
buf: 522
xnor2: 6
and3: 124
nand2: 1235
a311oi: 163
mux4: 720
nor2: 1450
o22a: 6
a31oi: 28
inv: 10
nand3: 409
a32o: 8
a21oi: 1288
ha: 5
o21ai: 62
a22o: 17
mux2i: 1188
a32oi: 26
o31ai: 9
a221oi: 15
a221o: 4
o22ai: 264
o311ai: 8
mux2: 30
a22oi: 173
o32ai: 6
o211ai: 4
a21o: 7
nand4b: 4
nand4: 23
nor4: 10
or3: 12
nor3: 19
and2: 11
a311o: 6
o2111ai: 7
edfxtp: 2072
a2111oi: 11
a222oi: 12
## stage by stage
| stage | hold WS [ns] | setup slack, ns |
|---|---|---|
| final | 0.610 | 65.17 |
| after global routing | 0.652 | 65.15 |
| after CTS | 0.597 | 65.18 |
| after detailed placement | 0.588 | 65.20 |
| after global placement | 0.581 | 65.22 |
| after floorplan | 0.540 | 66.76 |
## cells in the final DEF (no fill, tap or decap), types with 23 or more instances in the layout
master,netlist,final
nand4_1,23,23
nand2_1,1235,1195
edfxtp_1,2072,2072
nand3_1,409,409
nand2_2,0,24
a22oi_1,173,172
clkdlybuf4s50_1,0,70
diode_2,0,87
o22ai_1,264,263
nor2_2,137,143
nor2_4,78,82
a311oi_1,163,163
nor2_1,1235,1225
a31oi_1,28,28
a21oi_1,1288,1286
a32oi_1,26,26
clkbuf_1,722,48
mux4_2,720,720
o21ai_0,60,60
and3_1,124,124
buf_4,68,595
clkbuf_16,0,232
clkinv_2,0,42
mux2i_1,1186,1168
bufinv_16,0,25
clkinv_1,0,52
## flip-flops by register name, indices dropped and copies added, names as in the netlist
register,flops
memory.dataOut,16
memory.memory,2056
## kinds of logic after synthesis
family,after synthesis
compound gates,2160
buf+inv,1254
xor+xnor,6
flops,2072
simple gates,3314
mux,1938
fa+ha+maj,5
## per-layer routing
metal  track usage, %  up-vias
met5             9.97        -
met4             31.0       90
met3             33.1     1969
met2             58.5     7659
met1             51.4    46925
li1                 -    40356
Power and IR drop assume default switching activity.

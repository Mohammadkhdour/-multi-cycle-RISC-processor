==> /design/flow/design.v <==
module IF_Stage (clk,enable_IF,PC,Instruction,newPC,EN);
  input clk;
  input wire enable_IF;
  input [15:0]PC;
  output reg EN;
  output reg[15:0]newPC;
  output wire[15:0] Instruction;
  Pc_Adder pp(PC,newPC);
  instruction_Memory m(PC,Instruction);
endmodule
module instruction_Memory (pc,instruction);
  input [15:0] pc;
  output reg [15:0] instruction;
  reg [7:0] Memory [0:255];
   initial begin
    Memory[0] = 8'b0110_0011; 
    Memory[1] = 8'b0101_0011; 
    Memory[2] = 8'b0110_0011; 
    Memory[3] = 8'b0110_1100;  
    Memory[4] = 8'b1000_0110; 
    Memory[5] = 8'b1001_0011;  
    Memory[6] = 8'b0101_0000; 
    Memory[7] = 8'b0001_0010; 
    Memory[8] = 8'b0110_0011; 
    Memory[9] = 8'b0110_0011; 
    Memory[10] = 8'b0100_0011; 
    Memory[11] = 8'b0111_0000;
    Memory[12] = 8'b0110_0011; 
    Memory[13] = 8'b0110_0011; 
    Memory[14] = 8'b0000_0000; 
    Memory[15] = 8'b1100_0000; 	
end
  always @(*) begin
    instruction[7:0] <= Memory [pc];
    instruction [15:8] <= Memory [pc+1];
  end
endmodule 			 
module Pc_Adder (pc,out);
input [15:0]pc;
output [15:0] out;
assign out = pc + 2;
endmodule
==> /design/flow/run.sh <==
#!/bin/bash
# OpenROAD 26Q1-2900-gdf79404cd8, Yosys 0.63+post, stock flow scripts
make -C /OpenROAD-flow-scripts/flow DESIGN_CONFIG=/design/flow/config.mk WORK_HOME=/design/flow/orfs finish
==> /design/flow/config.mk <==
export PLATFORM = sky130hd
export DESIGN_NAME = IF_Stage
export DESIGN_NICKNAME = IF_Stage
export VERILOG_FILES = /design/flow/design.v
export SDC_FILE = /design/flow/constraint.sdc
export NUM_CORES = 4
export LEC_CHECK = 1
export CORE_AREA = 10 10 73 73
export DIE_AREA = 0 0 83 83
==> /design/flow/constraint.sdc <==
current_design IF_Stage

set clk_period 2.5
set clk_io_pct 0.2

create_clock -name clk0 -period $clk_period

set non_clock_inputs [all_inputs -no_clocks]
set_input_delay [expr $clk_period * $clk_io_pct] -clock clk0 $non_clock_inputs
set_output_delay [expr $clk_period * $clk_io_pct] -clock clk0 [all_outputs]
==> run_results.csv <==
group,metric,value,unit
finish,utilization,44.7,%
synth,yosys-mux-area-fraction,9.70,%
worst_hold_path,timing.hold.worst.class,"input pin to output pin",
detailed_routing,detailed_route_wl,2990,um
synth,synth_top_area_share,19.1,%
detailed_routing,initialDrtViolationCount,18,
synth,ys_seq_share,0,%
synth,ys_chip_area,787,sq um
synth,ys_sh_xor,14.5,%
detailed_routing,insertedDiodeCount,0,
synth,mappedNetlistArea,787,sq um
detailed_routing,detail-route-antenna-nets,0,
grt,antenna_violations_before_repair,0,
status,run_status,"completed",
grt,grt_use_met2,14.8,%
detailed_routing,detailedRoute.firstPassIterationCount,4,
final_timing,rsz_0062_raised_after_global_routing,"yes",
synth,ys_sh_adder,19.1,%
power_and_ir_drop,power-per-cell-area,156,nW/um^2
finish,clkbuf_count,0,
floorplanning,height_of_the_die,83,um
final_timing,setup-tns-final,0,ps
run,openroad.warnings,43,
worst_hold_path,min_to,"newPC[12]",
critical_path,cp.required,2000,ps
run,max_cap_violations,0,
critical_path,start_kind,"input pin",
clock_tree,cts-hold-fix-buffers,0,
worst_hold_path,min_from,"PC[12]",
detailed_routing,routed_wire_length_per_instance,13.2,um
synth,synthTopLogicFamily,"simple AND/OR/NAND/NOR gates",
finish,lay_top_cells,"32 x sky130_fd_sc_hd__buf_4, 27 x sky130_fd_sc_hd__clkdlybuf4s50_1, 11 x sky130_fd_sc_hd__dlygate4sd2_1",
grt,grt_max_degree,11,
synth,count_of_yosys_warnings_during_synthesis,2,
placement,place.detailed.hpwl,2400,um
detailed_routing,drc_errors,0,
finish,layout.area.seq,0,sq um
critical_path,worstSetupEndpointType,"output pin",
floorplanning,initial_core_util,21.0,%
placement,gp_congestion,0.826,
finish,flops,0,
grt,first_pass_grt_wire_length,5160,um
placement,numPortBuffers,48,
floorplanning,row_count,22,
grt,grt_pass1_vias,1085,
finish,drive_gt1_share,33.1,%
synth,netlist.top_cell.by_area,"sky130_fd_sc_hd__ha_1",
final_timing,maximum_frequency_from_static_timing_analysis,407,MHz
critical_path,setup.worst_path.start,"PC[1]",
detailed_routing,via_per_inst,4.37,
finish,lay_top_count,"sky130_fd_sc_hd__buf_4",
final_timing,final-max-slew-violation-count,0,
power_and_ir_drop,static-leakage-power,0.803,nW
power_and_ir_drop,max-vdd-ir-drop,0.0937,mV
final_timing,timing.final.crit_period,2460,ps
grt,grt_overflow,0,
floorplanning,fp.coreArea,3740,sq um
final_timing,finalClockPeriodUsage,98.4,%
grt,grt_util_met3,1.87,%
grt,globalRoute.busiestLayer,"met2",
grt,use_met1,10.5,%
floorplanning,io_pins,51,
floorplanning,die_w,83,um
critical_path,startpoint_to_endpoint_class_of_the_critical_path,"input pin to output pin",
critical_path,worst-endpoint-arrival,1960,ps
critical_path,path_max_fanout,6,
synth,yosys.area_share.simple,33.9,%
synth,synth.yosys.num_cells,106,
synth,synthCells,106,
synth,synthDistinctLibCells,37,
final_timing,final-hold-violation-count,0,
synth,synthesis.area_per_instance,7.42,sq um
worst_hold_path,whs_path_depth,4,
grt,grt_usage,8.32,%
floorplanning,floorplan.die_area,6890,sq um
detailed_routing,vias,987,
synth,top_cells_by_area,"sky130_fd_sc_hd__ha_1 19%, sky130_fd_sc_hd__xor2_1 8.9%, sky130_fd_sc_hd__mux2i_1 6.4%",
synth,aoi_share,12.6,%
finish,area_growth_syn_to_layout,113,%
final_timing,setup_viol,0,
## how the worst max path moves through the flow
stage / end / slack (ps) / cells after the start
6_report: Instruction[8] / 40 / 6
5_1_grt: Instruction[8] / -4 / 6
4_1_cts: Instruction[13] / 10 / 8
## layer usage
| layer | wire [um] | vias up | part of all wire (%) |
|---|---|---|---|
| met3 | 175 | 0 | 5.9 |
| met4 | 0 | 0 | 0 |
| met5 | 0 | - | 0 |
| met2 | 1450 | 29 | 48 |
| met1 | 1360 | 449 | 46 |
| li1 | - | 509 | - |
## synth_stat cells (all sizes together) (4+ instances only)
library cell / number
inv: 7
ha: 12
xnor2: 5
nand3: 6
buf: 6
mux2i: 5
nand4: 4
nor2b: 4
nand2: 8
xor2: 8
nor2: 9
nor3: 4
## power breakdown
part / total (mW) / switching, mW / internal [mW] / leakage [nW]
registers: 0 / 0 / 0 / 0
clock network: 0 / 0 / 0 / 0
logic: 0.261 / 0.100 / 0.161 / 0.803
total: 0.261 / 0.100 / 0.161 / 0.803
## area by class of cell
cell class	count	area, sq um
Timing Repair Buffer	79	706
Multi-Input combinational cell	92	881
Tap cell	48	60.1
Inverter	7	26.3
Fill cell	356	2070
## per-stage QoR
| stage | total power, mW | cells | hold slack, ps | setup slack [ps] | area [sq um] |
|---|---|---|---|---|---|
| final | 0.261 | 226 | 1420 | 41.0 | 1670 |
| after global routing | 0.289 | 226 | 1470 | -3.58 | 1670 |
| after CTS | 0.260 | 225 | 1670 | 10.2 | 1620 |
| after detailed placement | 0.242 | 221 | 1930 | -648 | 1470 |
| after global placement | 0.241 | 221 | 1940 | -604 | 1470 |
| after floorplan | 0.0867 | 106 | 1030 | 407 | 787 |
## cell families (layout without fill, tap and decap cells)
group | after synthesis | count (layout)
and+or+nand+nor | 46 | 46
buffers and inverters | 14 | 86
AOI/OAI and AO/OA | 13 | 13
xor gates and xnor gates | 13 | 13
adders and majority gates | 12 | 12
muxes | 7 | 7
other | 1 | 1
## what timing repair did
action,CTS,global route
pin swaps,11,8
endpoints found under the hold margin,0,0
endpoints found under the setup margin,30,11
setup buffers,4,1
gates resized,53,13
gates cloned,0,0
## worst max-delay path, stage by stage
cell and delay [ps]:
sky130_fd_sc_hd__buf_4 160, sky130_fd_sc_hd__ha_4 190, sky130_fd_sc_hd__a21bo_4 210, sky130_fd_sc_hd__and2_4 170, sky130_fd_sc_hd__o31ai_4 240, sky130_fd_sc_hd__clkdlybuf4s50_1 490
Power figures rest on the tool's default switching activity, not on a simulated workload.

## flow/run.sh

```bash
#!/bin/bash
# OpenROAD 26Q1-2900-gdf79404cd8, Yosys 0.63+post, stock flow scripts
make -C /OpenROAD-flow-scripts/flow DESIGN_CONFIG=/design/flow/config.mk WORK_HOME=/design/flow/orfs finish
```

## flow/config.mk

```make
export PLATFORM = sky130hd
export DESIGN_NAME = ID_stage
export DESIGN_NICKNAME = ID_stage
export VERILOG_FILES = /design/flow/design.v
export SDC_FILE = /design/flow/constraint.sdc
export NUM_CORES = 4
export LEC_CHECK = 1
export CORE_AREA = 10 10 81 81
export DIE_AREA = 0 0 91 91
```

## flow/constraint.sdc

```tcl
current_design ID_stage

set clk_period 9.4
set clk_io_pct 0.2

create_clock -name clk0 -period $clk_period [get_ports {clk}]

set non_clock_inputs [all_inputs -no_clocks]
set_input_delay [expr $clk_period * $clk_io_pct] -clock clk0 $non_clock_inputs
set_output_delay [expr $clk_period * $clk_io_pct] -clock clk0 [all_outputs]
```

## flow/design.v

```verilog
module Adder(in1,in2,out);
input [15:0]in1,in2;
output [15:0] out;
assign out = in1+in2;
endmodule 
module Extender (in,out,ExtOp);
parameter n=16;
  input [n-1:0] in;
input ExtOp;
output reg [15:0] out;
always @(*) begin
if(ExtOp == 1)
	out = {{11{in[n-1]}},in};
else 
	out = {11'b0,in};
end
endmodule
module ID_stage(clk,enable_ID,instruction,nextPC,opcode,mode,rd,BusA,BusB,Imm16,BTarget,jumpTarget,RAsrc,RBsrc,regDst,ExtOp);
  input clk;
  input wire enable_ID;
  input [15:0]instruction,nextPC;
  output [3:0] opcode;
  output [15:0] BusA,BusB,Imm16,BTarget,jumpTarget;
  output mode; 
  output reg [2:0] rd;
  input [1:0] RAsrc;
  input RBsrc,regDst,ExtOp;
  wire regWr =0;
  wire [2:0] rs2,RDI,RD,RS1;
  reg [2:0] rs1;
  wire [4:0]imm5;
  wire [11:0] mulOffset; 
  wire [15:0] BusW;
  wire [2:0] R7=3'b111;
  wire [2:0] R0 = 3'b000;
  wire [2:0] RA,RB,RW;
  assign opcode = instruction[15:12];
  assign mode = instruction[11];
  assign RD = instruction[11:9]; 
  assign RDI = instruction[10:8];
  assign rs2 = instruction[5:3];
  assign imm5 = instruction[4:0];
  assign mulOffset = instruction[11:0] << 1;
  assign jumpTarget = {nextPC[15:10],mulOffset[9:0]};
  always @(*)
	  if (opcode ==4'b0011 || opcode == 4'b0100 || opcode == 4'b0101 || opcode == 4'b0110 || opcode == 4'b0111 || opcode == 4'b1000 || opcode == 4'b1001 || opcode == 4'b1010 || opcode == 4'b1011)
		  begin
		  rd = RDI;
		  rs1 = instruction[7:5]; 
		  end
	  else	 
		  begin
		  rd =RD;
		  rs1 = instruction[8:6]; 
		   end
  mux3x1 #(3) mux1(rs1, R7, R0, RA, RAsrc);
  mux2x1 #(3) mux2(rs2,rd,RB,RBsrc);
  mux2x1 #(3) mux3(rd,R7,RW,regDst);
  registerFile regg(clk,RA,RB,RW,BusW,BusA, BusB,regWr);
  Extender #(5) Ex(imm5,Imm16,ExtOp);
  Adder add(nextPC,Imm16,BTarget);
endmodule
module mux2x1 (in1,in2,out,sel);
  parameter n =16;
  input [n-1:0] in1,in2;
input sel;
  output [n-1:0] out;
assign out = sel? in2:in1;
endmodule 
module mux3x1 (in1, in2, in3, out, sel);
parameter n=16;
  input [n-1:0] in1, in2, in3;
input [1:0] sel;
  output reg [n-1:0] out;
    always @(*)
    begin
        if(sel == 2'b00)
        out = in1;
        else if (sel == 2'b01)
        out = in2;
        else if (sel == 2'b10)
        out = in3;
    end
endmodule
module registerFile (clk,addr1,addr2,addr3,in,out1, out2,RegWr);
  input clk;
  input RegWr;
  input [2:0] addr1,addr2,addr3;
  input [15:0] in;
  output reg [15:0] out1,out2;
  reg [15:0] register [0:7];
  initial begin
    register [0]= 0;
     register [1]= 10;
     register [2]= 15; 
	 register [3]= 0;
     register [4]= 7;
     register [5]= 15;
	 register [6]= 0;
     register [7]= 10;
  end
    always @(posedge clk) begin
    out1<= register [addr1];
    out2<= register [addr2];  
	   if (RegWr == 1 && addr3 != 0) begin
       register [addr3] <= in;
  end
  end
endmodule
```

==> out/results.tsv <==
metric	value	unit
clk_pin_slew	0.03	ns
syn_inst	199	
cts_setup_buffers	0	
synth.logic.top_family	buffers and inverters	
fp_util	33.7	%
ys_ff	9	
drc	0	
ys_cells	199	
drive_gt1_share	4.62	%
grt_pass1_vias	1496	
aoi_share	18.6	%
fin_crit_sh	73.9	%
power_frac_seq	16.0	%
cts_buffers	3	
die_x	91	um
syn_to_final_growth	44.4	%
synth.area.top_cells	buf_4 29%, ha_1 15%, dfxtp_1 7.4%, mux2i_1 5.5%, a21oi_1 4.3%	
rsz0062_at_grt	no	
powerDensity	80.8	nW/um^2
unclocked_regs	3	
antenna_found_initial	0	
p_int	0.000137	W
drt_iter0_markers	40	
htree_levels	1	
final_cell_area	2350	um^2
die_y	91	um
cts-root-buf	clkbuf_8	
setup_violations	0	
clockBufferDepth	2	
numPortBuffers	99	
ys_sh_simple	6.54	%
leakage	1.04	nW
ctsHoldBuffers	0	
synth.yosys.chip_area	1630	um^2
synth_dominant_cell_count	buf_4	
cp-startpoint	instruction[4]	
hpwl	4.06	mm
grt_first_pass_wirelength	7.22	mm
crit_arrival	5.07	ns
core	4820	um^2
async_flop_share	0	%
yosys_warnings	4	
finish.utilization	48.7	%
worstMarginPinSlew	0.742	ns
dieArea	8280	um^2
cp-endpoint	BTarget[12]	
clkPwrFrac	19.8	%
fin_crit	6.95	ns
via_count	1431	
timing.hold.ws	2.49	ns
drt_wl_total	4.51	mm
path_class	in -> out	
cap_violations	0	
critPathMaxFanout	22	
setup_tns	0	ns
synth-xor-area-share	7.01	%
flop_cell	dfxtp_1	
grt_overflow_total	0	
grt_max_degree	23	
mappedNetlistArea	1630	um^2
tritoncts	done	
top_area_share	28.6	%
required	7.52	ns
slew_headroom	50.5	%
cp-end-kind	primary output	
top_area_cell	buf_4	
diodes	0	
placed_area	2310	um^2
gp_congestion	0.785	
swShare	27.7	%
outcome	finished clean	
antenna_left	0	
rows	25	
synthDistinctLibCells	37	
cts_resized	0	
synth-adder-area-share	15.9	%
common_cells	62 x buf_4, 19 x ha_1, 14 x a21oi_1	
pwr-share-comb	64.2	%
syn_area_per_cell	8.17	um^2
routedWlPerCell	13.8	um
p_sw	0.0000526	W
firstDrtPassIters	4	
fmax	144	MHz
untimed_endpoints	6	
mux_share	9.47	%
critPathLaunchType	input pin	
hp-class	in -> reg	
drv_slew	0	
ir_drop	0.0000448	V
track_usage	10.1	%
edf_count	0	
vias_per_cell	4.38	
io-pin-count	127	
hold_viol_final	0	
tool_warnings	29	
==> power by group through the flow <==
| stage | Clock (W) | Sequential (W) | Combinational, W |
|---|---|---|---|
| 6_report | 0.0000375 | 0.0000304 | 0.000122 |
| 5_1_grt | 0.0000413 | 0.0000308 | 0.000136 |
| 4_1_cts | 0.0000383 | 0.0000305 | 0.000125 |
==> how the worst min path moves through the flow <==
stage,start,slack (ns),to,cells after the start
CTS,instruction[5],2.50,regg.out2[1],3
global route,instruction[5],2.52,regg.out2[1],3
finish,instruction[5],2.49,regg.out2[1],3
==> metrics by stage <==
stage | cells | setup WS, ns | total power (W)
2_1_floorplan | 223 | 3.94 | 0.0000940
3_3_place_gp | 324 | 2.41 | 0.000155
3_5_place_dp | 324 | 2.38 | 0.000155
4_1_cts | 327 | 2.37 | 0.000194
5_1_grt | 327 | 2.13 | 0.000208
6_report | 327 | 2.45 | 0.000190
==> worst max-delay path, stage by stage <==
cell and delay, ns:
clkdlybuf4s50_1 0.57, and2_1 0.64, ha_1 0.41, a21oi_1 0.17
o21ai_0 0.23, a221o_1 0.34, a311oi_1 0.28, clkdlybuf4s50_1 0.53
==> state kept, by name, summed over array words and instances, names as in the netlist <==
| name | flops |
|---|---|
| regg.out2 | 3 |
| regg.out1 | 3 |
| mux1.out | 3 |
==> final cells by class <==
class / instances / area, um^2
inverter: 10 / 37.5
fill: 497 / 2470
multi-input combinational: 139 / 1030
clock buffer: 3 / 41.3
sequential: 9 / 165
tap: 67 / 83.8
timing repair buffer: 99 / 991
==> kinds of logic after synthesis <==
group,after synthesis
buffers and inverters,75
AOI/OAI and AO/OA,46
and+or+nand+nor,21
adders and majority gates,20
muxes,14
xor gates and xnor gates,13
DFF,6
latches,3
other,1
==> metal layers <==
layer | GRT usage [%] | routed length [um]
met3 | 4.23 | 476
met1 | 12.2 | 1850
met5 | 0 | 0
met4 | 0.522 | 14
met2 | 17.4 | 2160
==> cells in the final DEF, fill, tap and decap left out, types with 3 or more instances in the layout <==
cell type	instances
dfxtp_1	6
conb_1	25
and2_1	3
and3_1	4
a21o_1	4
inv_1	10
ha_1	19
dlxtn_1	3
mux2i_1	9
o21ai_0	9
nand2_1	9
xnor2_1	8
a211oi_1	4
mux2_2	3
clkbuf_8	3
xor2_1	5
a21oi_1	14
clkdlybuf4s50_1	99
o211ai_1	3
Power figures rest on the tool's default switching activity, not on a simulated workload.
